==> flow/config.mk <==
export PLATFORM = sky130hd
export DESIGN_NAME = jt49_dcrm2
export DESIGN_NICKNAME = jt49_dcrm2
export VERILOG_FILES = /design/flow/design.v
export SDC_FILE = /design/flow/constraint.sdc
export NUM_CORES = 4
export LEC_CHECK = 1
export CORE_UTILIZATION = 40
==> flow/constraint.sdc <==
current_design jt49_dcrm2

set clk_period 16.0
set clk_io_pct 0.2

create_clock -name clk0 -period $clk_period [get_ports {clk}]

set non_clock_inputs [all_inputs -no_clocks]
set_input_delay [expr $clk_period * $clk_io_pct] -clock clk0 $non_clock_inputs
set_output_delay [expr $clk_period * $clk_io_pct] -clock clk0 [all_outputs]
==> flow/design.v <==
module jt49_dcrm2 #(parameter sw=8) (
    input                clk,
    input                cen,
    input                rst,
    input         [sw-1:0]  din,
    output signed [sw-1:0]  dout
);
localparam DW=10;  
reg  signed [sw+DW:0] integ, exact, error;
reg  signed [sw:0] pre_dout;
reg signed [sw:0] q;
always @(*) begin
    exact = integ+error;
    q = exact[sw+DW:DW];
    pre_dout  = { 1'b0, din } - q;
end
assign dout = pre_dout[sw-1:0];
always @(posedge clk)
    if( rst ) begin
        integ <= {sw+DW+1{1'b0}};
        error <= {sw+DW+1{1'b0}};
    end else if( cen ) begin
        integ <= integ + pre_dout;  
        error <= exact-{q, {DW{1'b0}}};
    end
endmodule
==> flow/run.sh <==
#!/bin/bash
# OpenROAD 26Q1-2900-gdf79404cd8, Yosys 0.63+post, stock flow scripts
make -C /OpenROAD-flow-scripts/flow DESIGN_CONFIG=/design/flow/config.mk WORK_HOME=/design/flow/orfs finish
==> README.md <==
| Metric | Value | Unit |
|---|---|---|
| OpenROAD warning count | 26 | - |
| Final Critical Period | 8757 | ps |
| Total congestion overflow after global routing | 0 | - |
| Tightest Hold Check Type | reg -> reg | - |
| Max-cap violations | 0 | - |
| Count of H-tree levels built during CTS | 2 | - |
| Horizontal extent of the die | 86.30 | um |
| Global router's overall resource usage | 18.70 | % |
| Status | completed | - |
| Power Density | 227.1 | nW/um^2 |
| Setup violations, final | 0 | - |
| Met2 Resource Use GR | 28.86 | % |
| Part of the total power dissipated in sequential elements | 18.1 | % |
| Tightest hold margin | 491.9 | ps |
| CTS tree | built | - |
| Global placement routability congestion | 0.8928 | - |
| Maximum cell stage delay along the critical path | 500 | ps |
| Sinks on the clock net | 29 | - |
| Die height | 86.30 | um |
| Final Hold Viols | 0 | - |
| Capturing element type of the critical path | primary output | - |
| CP cell instances | clkdlybuf4s50_1 > ha_1 > nor2b_1 > o21ai_0 > nand2b_1 > a21o_1 > a21oi_1 > o21ai_0 > xor2_1 > clkdlybuf4s50_1 | - |
| Post-cts hold-fix buffer tally | 0 | - |
| Yosys synthesis warning count | 1 | - |
| Layout Skew | 3.013 | ps |
| Met1 Usage GRT | 29.20 | % |
| Via density per instance | 5.236 | - |
| Ports placed on the boundary | 19 | - |
| Via count of the first global-routing pass | 2295 | - |
| Signed area change from the synthesized netlist to the final layout | 12.41 | % |
| Fillers | 668 | - |
| Number of search-and-repair iterations in the first detailed-routing pass | 4 | - |
| Layout cells sized above 1 | 6.906 | % |
| Fraction of registers with async set or reset after synthesis | 0 | % |
| Max-slew headroom at the worst pin | 57.28 | % |
| Unrepaired setup endpoints after global routing | no | - |
| Largest buffer count on any clock path | 2 | - |
| Achievable Freq | 114.2 | MHz |
| Initial DRC Count | 157 | - |
| Cell Count Post-Placement | 450 | - |
| Drc violations | 0 | - |
| HPWL after detailed placement | 4.757 | mm |
| LEAKAGE | 0.001363 | uW |
| Post-DR wirelength/cell | 13.96 | um |
| Fraction of the yosys area taken by sequential cells | 20.42 | % |
| Root cell of the clock tree | sky130_fd_sc_hd__clkbuf_8 | - |
| Arrival @ worst endpoint | 5560 | ps |
| Total of flip-flops plus latches after synthesis | 29 | - |
| Maximum number of pins on one net before global-route repair | 46 | - |
| Setup crit start kind | input port | - |
| Post-synth cell types | 55 | - |
| Total Neg Setup Slack | 0 | ps |
| Internal power contribution | 384.2 | uW |
| Peak VDD IR | 0.00007120 | V |
| Critical Path Slowest Stage Cell | sky130_fd_sc_hd__clkdlybuf4s50_1 | - |
| Number of nets with antenna violations after detailed routing | 0 | - |
| Core Box Area | 6832 | sq um |
| Fraction of power consumed by combinational cells | 72.4 | % |
| Initial core utilization | 41.61 | % |
| Total number of vias | 2398 | - |
| Finished Layout Cells | 458 | - |
| Routed Wire Length | 6.394 | mm |
| Number of buffers created by CTS | 5 | - |
| Number of antenna violations at the first check in global routing | 0 | - |
| GRT Max-Usage Layer | met1 | - |
| Chip area in the Yosys report | 2843 | sq um |
| Predominant post-synthesis flop cell | sky130_fd_sc_hd__dfxtp_1 | - |
| Cell count in the Yosys report | 345 | - |
| Total count of max-transition violations in the final report | 0 | - |
| Worst Path Max Fanout | 2 | - |
| Cell row count | 30 | - |
| Clock transition at path regs | 70 | ps |
| Antenna diodes | 0 | - |
| Average size of a mapped cell | 8.240 | sq um |
| Met3 Resource Use GR | 2.609 | % |
| Critical path start-end classification | in -> out | - |
| Setup bufs post-CTS | 0 | - |
| Total die area | 7448 | sq um |
| Cts repair resizes | 0 | - |
| Wire length of the first global-routing pass | 10.93 | mm |
| Required @ worst endpoint | 12800 | ps |
| Transition time at the pin with the least slew margin | 635.3 | ps |
| Reported net switching power | 341.6 | uW |
| IO buf count | 18 | - |
| Cell count after synthesis | 345 | - |
| Cell area after synthesis | 2843 | sq um |
| Net Sw Frac | 47.07 | % |
| Number of enable-type register cells in the synthesized netlist | 0 | - |
| Late-Pin Clk Latency | 280 | ps |
| Share of power burned in the clock network | 9.5 | % |
| Final Cycle Share | 54.73 | % |
-- logic make-up after synthesis --
group	Yosys count	synth area share, %
simple gates	105	19.19
compound gates	96	23.24
fa+ha+maj	40	18.40
buf+inv	32	4.973
xor+xnor	31	9.551
flops	29	20.42
mux	12	4.226
-- final timing paths --
kind                            slack (ps)      from   endpoint  cells after the start
worst max-delay path                  7240    din[1]    dout[7]                     10
worst max register to register        9940  integ[0]  integ[18]                     26
worst min-delay path                   490  error[8]   error[8]                      2
worst min register to register         490  error[8]   error[8]                      2
-- worst max-delay path: cells and delay by family --
kind | cells | cell delay [ps]
AOI/OAI and AO/OA | 4 | 690
xor gates and xnor gates | 1 | 210
adders and majority gates | 1 | 290
buffers and inverters | 2 | 930
and+or+nand+nor | 2 | 230
-- registers in the layout (all words and copies together) (netlist names) --
signal	flops
integ	19
error	10
-- metrics by stage --
step                utilization, %  total power (uW)  area, sq um  setup slack [ps]
finish                       46.78             725.9         3196              7243
global placement             45.29             649.3         3094              7268
detailed placement           45.29             652.6         3094              7227
global route                 46.78             805.1         3196              7035
CTS                          46.78             727.2         3196              7227
floorplan                        -             527.2         2843              8373
-- placed cells by master (no fill, tap or decap), types with 4 or more instances in the layout --
master                             n
sky130_fd_sc_hd__o21a_1            4
sky130_fd_sc_hd__mux2i_1          12
sky130_fd_sc_hd__dfxtp_1          29
sky130_fd_sc_hd__o21ai_0          16
sky130_fd_sc_hd__nand2b_1         14
sky130_fd_sc_hd__clkdlybuf4s50_1  17
sky130_fd_sc_hd__xnor2_1          21
sky130_fd_sc_hd__o21bai_1          5
sky130_fd_sc_hd__nand2_1          20
sky130_fd_sc_hd__o22ai_1           4
sky130_fd_sc_hd__inv_1            20
sky130_fd_sc_hd__nor3b_1           5
sky130_fd_sc_hd__nand3_1           8
sky130_fd_sc_hd__ha_1             37
sky130_fd_sc_hd__a211oi_1          6
sky130_fd_sc_hd__and3_1            4
sky130_fd_sc_hd__a21o_1            9
sky130_fd_sc_hd__nor2_1           34
sky130_fd_sc_hd__nor2b_1           4
sky130_fd_sc_hd__xor2_1           10
sky130_fd_sc_hd__clkbuf_8          7
sky130_fd_sc_hd__a21oi_1          26
-- layer usage --
layer  routed length [um]  vias up  part of all wire, %
li1                     -     1275                    -
met1                 3379     1085                   53
met2                 2732       34                   43
met3                  227        4                  3.6
met4                   55        0                 0.86
met5                    0        -                    0
-- synth_stat cells (all sizes together) (3+ instances only) --
| master | instances | area [sq um] |
|---|---|---|
| clkbuf | 6 | 23.77 |
| inv | 20 | 75.07 |
| a21oi | 28 | 155.2 |
| nand2 | 20 | 75.07 |
| o21a | 4 | 30.03 |
| nand2b | 14 | 87.58 |
| or3 | 3 | 23.77 |
| o211ai | 3 | 22.52 |
| nor2 | 35 | 133.9 |
| and3 | 5 | 36.28 |
| o21bai | 5 | 37.54 |
| xor2 | 10 | 87.58 |
| a21o | 9 | 67.56 |
| o21ai | 18 | 90.09 |
| xnor2 | 21 | 183.9 |
| o22ai | 4 | 25.02 |
| mux2i | 12 | 120.1 |
| nor3b | 5 | 37.54 |
| a211oi | 7 | 57.55 |
| nand3 | 8 | 40.04 |
| buf | 6 | 42.54 |
| dfxtp | 29 | 580.6 |
| ha | 37 | 462.9 |
| nor2b | 5 | 33.78 |
| fa | 3 | 60.06 |
-- final cells by class --
class | count | area (sq um) | share of cell area (%)
repair buffers | 21 | 197.7 | 6.186
well taps | 96 | 120.1 | 3.759
clock buffers | 7 | 96.34 | 3.015
clock inverters | 1 | 5.005 | 0.1566
flip-flops and latches | 29 | 580.6 | 18.17
multi-input cells | 284 | 2121 | 66.37
inverters | 20 | 75.07 | 2.349
-- power by group through the flow --
stage	sequential, uW	clock [uW]	combinational (uW)
5_1_grt	136	74.3	595
6_report	131	69.2	525
4_1_cts	131	71.7	524
Power figures rest on the tool's default switching activity, not on a simulated workload.
